`design/flow/run.sh`:
```
#!/bin/bash
# OpenROAD 26Q1-2900-gdf79404cd8, Yosys 0.63+post, stock flow scripts
make -C /OpenROAD-flow-scripts/flow DESIGN_CONFIG=/design/flow/config.mk WORK_HOME=/design/flow/orfs finish
```
`design/flow/config.mk`:
```
export PLATFORM = sky130hd
export DESIGN_NAME = TimeTo7Seg
export DESIGN_NICKNAME = TimeTo7Seg
export VERILOG_FILES = /design/flow/design.v
export SDC_FILE = /design/flow/constraint.sdc
export NUM_CORES = 4
export LEC_CHECK = 1
export CORE_AREA = 10 10 86 86
export DIE_AREA = 0 0 96 96
```
`design/flow/constraint.sdc`:
```
current_design TimeTo7Seg

set clk_period 5.5
set clk_io_pct 0.2

create_clock -name clk0 -period $clk_period

set non_clock_inputs [all_inputs -no_clocks]
set_input_delay [expr $clk_period * $clk_io_pct] -clock clk0 $non_clock_inputs
set_output_delay [expr $clk_period * $clk_io_pct] -clock clk0 [all_outputs]
```
`design/flow/design.v`:
```
module DigitTo7Seg(input unsigned [3:0] digit, output reg [6:0] segment);
	always@(digit)
	begin
		case(digit)
		4'h1: segment = 7'b1111001;
		4'h2: segment = 7'b0100100;
		4'h3: segment = 7'b0110000;
		4'h4: segment = 7'b0011001;
		4'h5: segment = 7'b0010010;
		4'h6: segment = 7'b0000010;
		4'h7: segment = 7'b1111000;
		4'h8: segment = 7'b0000000;
		4'h9: segment = 7'b0011000;
		4'ha: segment = 7'b0001000;
		4'hb: segment = 7'b0000011;
		4'hc: segment = 7'b1000110;
		4'hd: segment = 7'b0100001;
		4'he: segment = 7'b0000110;
		4'hf: segment = 7'b0001110;
		4'h0: segment = 7'b1000000;
		endcase
end
endmodule
module TimeTo7Seg(input unsigned [5:0] minutes, hours, output [6:0] segment0, segment1, segment2, segment3);
	wire [5:0] minutesOne, minutesTen, hoursOne, hoursTen;
	assign minutesOne = minutes % 4'd10;
	DigitTo7Seg digitTo7Seg0(minutesOne[3:0], segment0);
	assign minutesTen = minutes / 4'd10;
	DigitTo7Seg digitTo7Seg1(minutesTen[3:0], segment1);
	assign hoursOne = hours % 4'd10;
	DigitTo7Seg digitTo7Seg2(hoursOne[3:0], segment2);
	assign hoursTen = hours / 4'd10;
	DigitTo7Seg digitTo7Seg3(hoursTen[3:0], segment3);
endmodule
```
==> qor.yml <==
finish:
  design.seq.count: 0
  postLayoutCellArea_sq_um: 2060
  post-route-util_pct: 37.1
  nClkBuffers: 0
  lay_top_count: "clkdlybuf4s50_1"
  layout_top_cells: "39 x clkdlybuf4s50_1, 22 x o21ai_0, 22 x buf_4, 21 x nor2_1, 20 x nand2_1"
  register_area_sq_um: 0
  areaGrowthSynthToFinish_pct: 47.4
  drive_gt1_share_pct: 16.7
floorplanning:
  initCoreUtil_pct: 25.2
  die_w_um: 96
  io-pin-count: 40
  rows: 27
  die_h_um: 96
  die_area_sq_um: 9220
  core_area_sq_um: 5540
critical_path:
  crit_fanout: 5
  cp.required_ps: 4400
  cp.arrival_ps: 4210
  crit_type: "input pin to output port"
  worstSetupStartpointType: "input pin"
  critPathCaptureType: "output port"
placed_design:
  pre_cts_slack_ps: -48.4
  port_buffers: 40
  hpwlAfterDp_um: 3120
  postPlaceCellArea_sq_um: 1970
  gp_congestion: 0.919
logic_synthesis:
  ys_area_sq_um: 1400
  topCellsByArea: "ha_1 19%, o21ai_0 8.3%, nor2_1 5.9%"
  synth.distinct_cells: 54
  yosysSeqAreaShare_pct: 0
  syn_inst: 215
  yosysTopAreaCellShare_pct: 18.8
  ys_cells: 215
  netlist_area_sq_um: 1400
  avgSynthCellArea_sq_um: 6.49
  yosysWarnings: 1
  yosys.area.top_type: "ha_1"
final_timing:
  final-setup-viol-count: 0
  setup_tns_ps: 0
  fmax_mhz: 188
  rsz0062_at_grt: "no"
  finalHoldViolCount: 0
  report.final.slew_viol_count: 0
  hold_ws_ps: 3300
  worst_pin_slew_ps: 588
  worst_slack_ps: 194
  fin_crit_ps: 5310
  period_used_pct: 96.5
  relSlewSlack_pct: 60.6
global_routing:
  grt_usage_pct: 8.15
  grt-ovfl-total: 0
  grt_pass1_wl_um: 6510
  grt_max_degree: 15
  antenna_found_initial: 0
  grt_pass1_vias: 1427
routing:
  routed_via_density: 4.83
  first_pass_iters: 6
  vias: 1618
  drt_iter0_drc: 66
  wl_per_cell_um: 11.7
  drc: 0
  ant_nets: 0
  antennaDiodeCount: 0
  drt-total-wl_um: 3930
min_path:
  hp-class: "input pin to output port"
pwr:
  max-vdd-ir-drop_mv: 0.0679
  p_leak_nw: 0.882
  p_per_area_nw_per_um2: 125
run:
  warnings: 48
  drv_cap: 0
clocking:
  cts_hold_buf: 0
outcome:
  status: "complete, no violations"
-- report_power, final --
part           internal, mW  switching [mW]
Combinational         0.145           0.112
Sequential                0               0
Clock                     0               0
-- critical path: stages --
cell and delay (ps):
clkdlybuf4s50_1 470, inv_1 80, ha_4 230, o31a_1 320
a22oi_2 160, nor2_2 60, o21a_2 270, xnor2_4 150
ha_4 290, inv_1 60, nor2_1 80, o211ai_1 80
and3_1 200, o221ai_2 150, clkdlybuf4s50_1 490
-- layout make-up --
type	count	area (sq um)
multi-input combinational	183	1330
tap	72	90.1
inverter	18	70.1
timing repair buffer	62	568
fill	588	3480
-- per-stage QoR --
stage	cells	power (mW)
4_1_cts	334	0.247
6_report	335	0.256
3_5_place_dp	334	0.243
2_1_floorplan	215	0.126
5_1_grt	335	0.287
3_3_place_gp	334	0.244
-- metal layers --
metal,routed length (um),vias up,GRT usage [%],share of wire [%]
met4,0,0,0.123,0
met5,0,-,0,0
met1,1940,725,11.3,49
met2,1730,29,13.5,44
met3,261,0,1.57,6.6
li1,-,864,-,-
-- cells in the mapped netlist (5+ instances only) --
library cell	count
o21ai_0	23
nor2_1	22
a21oi_1	11
nand2_1	20
nand3_1	6
nor2b_1	5
buf_2	7
ha_1	21
inv_1	17
clkbuf_1	5
nor3_1	7
-- worst paths after layout --
kind	from	endpoint	slack, ps	cells past startpoint
max	hours[4]	segment2[3]	190	15
min	hours[1]	segment2[0]	3300	6
-- repair_timing --
item | in CTS | in global routing
resized | 2 | 11
buffers inserted | 0 | 1
pin swaps | 1 | 2
endpoints found under the setup margin | 3 | 5
-- cells by family after synthesis --
| logic type | count (synthesis) | share of synthesized area [%] |
|---|---|---|
| fa+ha+maj | 22 | 19.6 |
| buf+inv | 32 | 10.0 |
| simple gates | 78 | 27.4 |
| xor+xnor | 6 | 3.77 |
| mux | 5 | 4.04 |
| compound gates | 72 | 35.2 |
Power figures rest on the tool's default switching activity, not on a simulated workload.
