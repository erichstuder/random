[flow/design.v]
module TimeOfDay(input reset, clk_50MHz, incrementMinutes, incrementHours, output reg unsigned [5:0] minutes, hours);
	integer counter;
	integer microSeconds;
	integer milliSeconds;
	integer seconds;
	reg incrementMinutesOld;
	reg incrementHoursOld;
	always@(posedge clk_50MHz or posedge reset)
	begin
		if(reset)
		begin
			counter = 0;
			microSeconds = 0;
			milliSeconds = 0;
			seconds = 0;
			minutes = 0;
			hours = 0;
		end
		else
		begin
			if(incrementMinutes && !incrementMinutesOld)
			begin
				minutes = minutes + 1'b1;
			end
			incrementMinutesOld = incrementMinutes;
			if(incrementHours && !incrementHoursOld)
			begin
				hours = hours + 1'b1;
			end
			incrementHoursOld = incrementHours;
			counter = counter + 1;
			if(counter >= 50)
			begin
				microSeconds = microSeconds + 1;
				counter = 0;
			end
			if(microSeconds >= 1000)
			begin
				milliSeconds = milliSeconds + 1;
				microSeconds = 0;
			end
			if(milliSeconds >= 1000)
			begin
				seconds = seconds + 1;
				milliSeconds = 0;
			end
			if(seconds >= 60)
			begin
				minutes = minutes + 1'b1;
				seconds = 0;
			end
			if(minutes >= 60)
			begin
				hours = hours + 1'b1;
				minutes = 0;
			end
			if(hours >= 24)
			begin
				hours = 0;
			end
		end
	end
endmodule
[flow/run.sh]
#!/bin/bash
# OpenROAD 26Q1-2900-gdf79404cd8, Yosys 0.63+post, stock flow scripts
make -C /OpenROAD-flow-scripts/flow DESIGN_CONFIG=/design/flow/config.mk WORK_HOME=/design/flow/orfs finish
[flow/config.mk]
export PLATFORM = sky130hd
export DESIGN_NAME = TimeOfDay
export DESIGN_NICKNAME = TimeOfDay
export VERILOG_FILES = /design/flow/design.v
export SDC_FILE = /design/flow/constraint.sdc
export NUM_CORES = 4
export LEC_CHECK = 1
export CORE_UTILIZATION = 30
[flow/constraint.sdc]
current_design TimeOfDay

set clk_period 20.2
set clk_io_pct 0.2

create_clock -name clk0 -period $clk_period [get_ports {clk_50MHz}]

set non_clock_inputs [all_inputs -no_clocks]
set_input_delay [expr $clk_period * $clk_io_pct] -clock clk0 $non_clock_inputs
set_output_delay [expr $clk_period * $clk_io_pct] -clock clk0 [all_outputs]
==> results.toml <==
# synthesis and place-and-route metrics
[status]
outcome = "complete, no violations"

[cells_and_area]
fillers = 3126
logic_area_mm2 = 0.00549
regArea_mm2 = 0.00356
area_growth_syn_to_layout_pct = 11.2
drive_above_1_share_pct = 6.00
finalNonFillerCells = 1513

[place]
pre_cts_ws_ns = 11.12
gp_congestion = 0.926
place_hpwl_um = 14400
dp_cells = 1481
io_buffers = 15

[clock_tree]
cts_tree = "yes"
clk_pin_slew_ns = 0.06
cts_buffers = 17
clock_latency_ns = 0.41
htree_num_levels = 4
root_buffer = "clkbuf_16"
cts.sinks = 142
cts_max_path_buffers = 2
postCtsSetupBuffers = 0
cts_hold_buf = 0
post_cts_resized = 0

[setup_path]
start_kind = "flip-flop"
path_delay_family = "simple AND/OR/NAND/NOR gates"
crit_fanout = 43
crit_buf_inv = 5
cp.arrival_ns = 9.44
ff2ff_setup_slack_ns = 11.06
slowest_delay_ns = 0.70
crit_top_cell = "nand4_1"
required_ns = 20.50
cp_slowest_cell = "nor4_1"
path_class = "reg -> reg"
end_kind = "flip-flop"

[route]
viasPerCell = 5.19
dr.first_iter.drc_count = 576
postRouteAntennaNets = 0
wl_per_cell_um = 13.6
n_antenna_cell = 0
route.detailed.drc = 0
first_pass_iters = 21
wl_um = 20600
vias = 7849

[yosys]
yosysCellCount = 1117
ys_seq_share_pct = 37.8
syn_avg_cell_area_um2 = 8.44
largest_area_cell = "dfrtp_1"
synth_area_mm2 = 0.00943
edf_count = 2
syn_inst = 1117
synth_top_flop_cell = "dfrtp_1"
synth_cell_types = 78
async_flop_share_pct = 98.6
synth.top_cell.area_share_pct = 37.2
yosysWarnings = 1
ys_area_mm2 = 0.00943
synth_flops = 142
synth.area.top_cells = "dfrtp_1 (37%), nor2_1 (7.3%), xnor2_1 (7.0%)"

[final_timing]
fin_ws_ns = 11.06
finalSetupTns_ns = 0
hold_viol = 0
min_period_over_period_pct = 45.2
setup-violations-final = 0
fmax_mhz = 109
worst_slew_pin_slew_ns = 0.842
slew_viol_final = 0
fin_skew_ns = 0.0129
finalCriticalPeriod_ns = 9.14
rsz0062_at_grt = "no"
max_slew_margin_pct = 43.5

[floorplan]
num_rows = 64
die_y_um = 179
chipArea_mm2 = 0.0321
core-area_mm2 = 0.0307
io-pin-count = 16
die_x_um = 179
fp_util_pct = 30.7

[pwr]
total_leakage_power_nw = 4.20
ir_worst_vdd_mv = 0.0591
cellPowerDensity_mw_per_mm2 = 64.7

[flow_run]
warning_count = 26
drv_cap = 0

[grt]
grt_pass1_vias = 7268
grt_start_max_net_pins = 59
grt_usage_pct = 13.6
grt_overflow = 0
grt_pass1_wl_um = 35500
antenna_found_initial = 0

[hold_path]
hp-class = "reg -> reg"
-- layout by cell type, fill, tap and decap left out, types with 4 or more instances in the layout --
cell and instances:
o211ai_1 5, nand4_1 38, and4_1 18, nor3b_1 5, a211oi_1 6, dfrtp_1 140, nor4_1 19, a31oi_1 11
a211o_1 7, xor2_1 69, nand3_1 77, inv_1 26, nor2b_1 5, ha_1 9, nand2b_1 5, a21oi_1 27
and3_1 32, buf_4 9, nor3_1 27, or4_1 12, or2_2 5, o31a_1 4, o31ai_1 8, o22ai_1 6
nor4b_1 4, or3_1 19, xnor2_1 75, nand2_1 100, and2_1 16, nor2_1 182, mux2i_1 8, clkbuf_16 17
clkbuf_1 6, clkdlybuf4s50_1 15, mux2_2 7, o21ai_0 21
-- registers in the layout (all words and copies together), names as in the netlist --
signal and cells:
hours 6, counter 32, microSeconds 32, incrementHoursOld 1, minutes 6, seconds 32
incrementMinutesOld 1, milliSeconds 32
-- worst reg2reg max path, cell delays in order (launching register included) --
cell and delay (ns):
dfrtp_1 0.56, nand4_4 0.20, nor4_1 0.70, nand4_1 0.20, xor2_1 0.17, buf_4 0.22
inv_1 0.31, or4_1 0.60, o21ai_0 0.24, nand4_1 0.12, or4_4 0.53, o31a_2 0.58
buf_4 0.35, nand2_1 0.15, nor2_1 0.07, xnor2_2 0.34, inv_2 0.13, a31oi_4 0.48
buf_4 0.52, nand3_2 0.23, o22ai_1 0.24, nand4_1 0.14, nor4_2 0.52, o21ai_1 0.21
xor2_1 0.56, nand4_1 0.29, a221oi_1 0.35
-- path summary, 6_finish.rpt --
kind,startpoint,end,depth (start not counted)
max in group asynchronous,reset,counter[4],3
hold / removal,milliSeconds[9],milliSeconds[9],2
min in group asynchronous,reset,hours[5],2
setup / recovery,counter[6],hours[2],26
setup reg to reg,counter[6],hours[2],26
hold reg to reg,milliSeconds[9],milliSeconds[9],2
-- Yosys cell counts, types with 4 or more instances --
library cell	count
a21oi_1	27
ha_1	9
and2_1	16
nor4b_1	4
mux2_2	7
buf_4	5
o21ai_0	21
buf_1	6
or2_2	5
mux2i_1	8
o31ai_1	8
o211ai_1	5
xor2_1	69
buf_6	4
and3_1	32
a211o_1	7
o22ai_1	6
a211oi_1	6
nor2_1	184
dfrtp_1	140
or3_1	19
and4_1	18
nand4_1	38
nand3_1	77
inv_1	27
xnor2_1	75
nor3b_1	5
nor4_1	19
nor3_1	27
nand2_1	100
nor2b_1	5
o31a_1	5
a31oi_1	11
clkbuf_1	33
buf_2	8
or4_1	12
nand2b_1	5
-- cell families (layout without fill, tap and decap cells) --
logic type,after synthesis,in the layout,share of synthesized area [%]
AND/OR/NAND/NOR,577,577,30.8
XOR/XNOR,145,145,13.5
AND-OR/OR-AND,143,143,11.0
flip-flops,142,142,37.8
buffers and inverters,85,85,4.01
multiplexers,15,15,1.69
adder cells (fa/ha/maj),9,9,1.19
other,1,1,0.0398
-- routing by layer --
layer,up-vias,track usage (%),share of wire (%)
met1,3737,21.3,51
met3,26,2.12,3.3
li1,3943,-,-
met5,-,0,0
met4,0,1.96,1.4
met2,143,20.3,44
-- per-stage QoR --
| step | area [um2] | total power [mW] | hold slack [ns] | util [%] |
|---|---|---|---|---|
| floorplan | 9430 | 0.344 | 0.484 | - |
| global placement | 9880 | 0.367 | 0.540 | 32.1 |
| detailed placement | 9880 | 0.367 | 0.538 | 32.1 |
| CTS | 10500 | 0.687 | 0.548 | 34.1 |
| global route | 10500 | 0.711 | 0.573 | 34.1 |
| finish | 10500 | 0.678 | 0.546 | 34.1 |
-- power by group --
part	switching [mW]	total (mW)	internal (mW)	leakage, nW
Combinational	0.0319	0.0615	0.0297	1.95
Sequential	0.00880	0.300	0.292	1.95
Clock	0.112	0.316	0.204	0.289
-- cell type report --
class,instances,area share (%)
Tap cell,396,4.73
Clock inverter,6,1.03
Timing Repair Buffer,24,2.08
Inverter,29,1.09
Clock buffer,26,4.67
Multi-Input combinational cell,890,52.4
Sequential cell,142,34.0
Power figures rest on the tool's default switching activity, not on a simulated workload.
